--- flow/run.sh ---
#!/bin/bash
# OpenROAD 26Q1-2900-gdf79404cd8, Yosys 0.63+post, stock flow scripts
make -C /OpenROAD-flow-scripts/flow DESIGN_CONFIG=/design/flow/config.mk WORK_HOME=/design/flow/orfs finish
--- flow/config.mk ---
export PLATFORM = sky130hd
export DESIGN_NAME = Keypad_Controller
export DESIGN_NICKNAME = Keypad_Controller
export VERILOG_FILES = /design/flow/design.v
export SDC_FILE = /design/flow/constraint.sdc
export NUM_CORES = 4
export LEC_CHECK = 1
export CORE_UTILIZATION = 50
--- flow/constraint.sdc ---
current_design Keypad_Controller

set clk_period 3.3
set clk_io_pct 0.2

create_clock -name clk0 -period $clk_period [get_ports {clk}]

set non_clock_inputs [all_inputs -no_clocks]
set_input_delay [expr $clk_period * $clk_io_pct] -clock clk0 $non_clock_inputs
set_output_delay [expr $clk_period * $clk_io_pct] -clock clk0 [all_outputs]
--- flow/design.v ---
module Keypad_Controller (
    input clk,
    input rst,
    input col_1, input col_2, input col_3,
    output reg row_1, output reg row_2, output reg row_3, output reg row_4,
    output wire key_1, output wire key_2, output wire key_3,
    output wire key_4, output wire key_5, output wire key_6,
    output wire key_7, output wire key_8, output wire key_9,
    output wire key_star, output wire key_0, output wire key_sharp
);
    reg [19:0] scan_cnt;
    reg [1:0] step;
    reg raw_key_1, raw_key_2, raw_key_3;
    reg raw_key_4, raw_key_5, raw_key_6;
    reg raw_key_7, raw_key_8, raw_key_9;
    reg raw_key_star, raw_key_0, raw_key_sharp;
    always @(posedge clk or posedge rst) begin
        if (rst) begin
            row_1 <= 1; row_2 <= 1; row_3 <= 1; row_4 <= 1;
            scan_cnt <= 0; step <= 0;
            raw_key_1<=0; raw_key_2<=0; raw_key_3<=0;
            raw_key_4<=0; raw_key_5<=0; raw_key_6<=0;
            raw_key_7<=0; raw_key_8<=0; raw_key_9<=0;
            raw_key_star<=0; raw_key_0<=0; raw_key_sharp<=0;
        end else begin
            if (scan_cnt < 50_000) scan_cnt <= scan_cnt + 1;  
            else begin
                scan_cnt <= 0;
                step <= step + 1;
            end
            case (step)
                0: begin row_1<=0; row_2<=1; row_3<=1; row_4<=1; end
                1: begin row_1<=1; row_2<=0; row_3<=1; row_4<=1; end
                2: begin row_1<=1; row_2<=1; row_3<=0; row_4<=1; end
                3: begin row_1<=1; row_2<=1; row_3<=1; row_4<=0; end
            endcase
            if (scan_cnt == 25_000) begin
                case (step)
                    0: begin raw_key_1<=~col_1; raw_key_2<=~col_2; raw_key_3<=~col_3; end
                    1: begin raw_key_4<=~col_1; raw_key_5<=~col_2; raw_key_6<=~col_3; end
                    2: begin raw_key_7<=~col_1; raw_key_8<=~col_2; raw_key_9<=~col_3; end
                    3: begin raw_key_star<=~col_1; raw_key_0<=~col_2; raw_key_sharp<=~col_3; end
                endcase
            end
        end
    end
    Debounce_Unit d1 (.clk(clk), .rst(rst), .in(raw_key_1), .out(key_1));
    Debounce_Unit d2 (.clk(clk), .rst(rst), .in(raw_key_2), .out(key_2));
    Debounce_Unit d3 (.clk(clk), .rst(rst), .in(raw_key_3), .out(key_3));
    Debounce_Unit d4 (.clk(clk), .rst(rst), .in(raw_key_4), .out(key_4));
    Debounce_Unit d5 (.clk(clk), .rst(rst), .in(raw_key_5), .out(key_5));
    Debounce_Unit d6 (.clk(clk), .rst(rst), .in(raw_key_6), .out(key_6));
    Debounce_Unit d7 (.clk(clk), .rst(rst), .in(raw_key_7), .out(key_7));
    Debounce_Unit d8 (.clk(clk), .rst(rst), .in(raw_key_8), .out(key_8));
    Debounce_Unit d9 (.clk(clk), .rst(rst), .in(raw_key_9), .out(key_9));
    Debounce_Unit d0 (.clk(clk), .rst(rst), .in(raw_key_0), .out(key_0));
    Debounce_Unit ds (.clk(clk), .rst(rst), .in(raw_key_star), .out(key_star));
    Debounce_Unit dh (.clk(clk), .rst(rst), .in(raw_key_sharp), .out(key_sharp));
endmodule
module Debounce_Unit (
    input clk, input rst, input in, output reg out
);
    reg [19:0] cnt;
    reg sync_in;
    always @(posedge clk or posedge rst) begin
        if (rst) begin
            cnt <= 0; out <= 0; sync_in <= 0;
        end else begin
            sync_in <= in;  
            if (sync_in == out) begin
                cnt <= 0;
            end else begin
                cnt <= cnt + 1;
                if (cnt >= 500_000) begin  
                    out <= sync_in;
                    cnt <= 0;
                end
            end
        end
    end
endmodule
==> notes.md <==
fresh numbers from the pnr run: result of the run=finished, final reports clean, design area=0.0166 mm², Cell variety after synth=55, mean number of vias per cell=5.31, number of port buffers=20, Max Clk Rate=461 MHz, Cell Count, Final, Fillers Out=1926, maximum number of pins on one net before global-route repair=71, sequential fraction of the synthesis area=0.520, max-slew violations=0, post-route core utilization=0.579, Layout Skew=0.0185 ns, start-to-end type of the worst setup path=reg -> reg, horizontal die dimension=173 µm, Final Routed Wirelength=25800 µm, maximum level of the CTS H-tree=2, final count of hold timing violations=0, area fraction in compound gates=0.0495, Net Switching=1710 µW, number of cells upsized or downsized after cts=0, Basic Gates by Area=0.232, mux contribution to synthesized area=0.0225, crit path capture type=flop, I/O Pins=21, Die Y=173 µm, transition time at the pin with the least slew margin=0.793 ns, Initial DRC Count=549, placer congestion estimate=0.837, starting utilization of the core area=0.508, kind of start point of the critical path=flop, via count of the first global-routing pass=10000, FF-to-FF Start=scan_cnt[0], number of buffers inserted to repair setup after CTS=0, minimum clock period after layout=2.17 ns, area inside the core boundary=0.0286 mm², number of cells traversed by the worst hold path=0, Switching Fraction=0.210, worst hold path startpoint=raw_key_3, maximum count of clock buffers along a single path=3, clock transition at the register clock pins on the worst setup and hold paths after CTS=0.06 ns, sequential share of power=0.467, fraction of layout instances using a drive strength above 1=0.0785, CTS Buf Count=36, number of antenna violations at the first check in global routing=0, Final TNS setup=0 ns, power density cells=490 mW/mm², iteration count of the initial detailed-routing pass=5, P_int=6410 µW, total via count after detailed routing=10200, setup slack on the worst flop-to-flop path=1.13 ns, static leakage power=0.00624 µW, period utilisation layout=0.658, half-perimeter wire length of the detailed placement result=16700 µm, area delta synth->final=14.0%, TritonCTS clock tree=yes, normalized max-slew margin=0.471, cell area after synthesis=0.0145 mm², combinational group share of total power=0.032, Placement Cell Area=0.0153 mm², Adder Share, Synth=0.0275, Post-route DRC=0, detail-routed net length per standard cell=13.4 µm, root buffer cell=sky130_fd_sc_hd__clkbuf_16, worst hold path class=reg -> reg, number of flops mapped to enable cells by yosys=0, post-cts hold-fix buffer tally=0, worst IR drop on VDD=432 µV, average cell area after synthesis=9.99 µm², arrival time at the worst endpoint=2.61 ns, Clock Sink Count=302, chip area=0.0298 mm², clk latency late pin=0.52 ns, grt ovf=0, synthesized netlist cell count=1455, dominant combinational cell family by area after synthesis=simple AND/OR/NAND/NOR gates, final antenna-violating net count=0, area reported by Yosys stat=0.0145 mm², area fraction in xor and xnor cells=0.116, Crit Path Max Fanout=6, global-route wire length before repair=47100 µm, total cells reported by yosys after synthesis=1455, GR Util All Layers=0.194, Final Setup Violations=0, worst-case reg-to-reg path depth=6, ys async rst share=1.00, number of warnings in the stage logs=56, Endpoint, Worst Hold=d3.sync_in, timing startpoint of the critical path=scan_cnt[0], reg-to-reg endpoint=raw_key_sharp, part of the total power dissipated in the clock network=0.501, max-cap violation count=0, total number of yosys warnings=2, Diodes inserted=0, number of storage elements in the synthesis netlist=302, unrepaired setup endpoints after global routing=false, number of placement rows=62, placed cell count=1862, data required time of the worst path=3.74 ns, most used flip-flop cell after synthesis=sky130_fd_sc_hd__dfrtp_1
[synth_stat cells, drive strengths merged, types with 4 or more instances]
cell	instances	share of area
mux2	13	0.010
and2	4	0.0017
a21oi	33	0.011
and4	11	0.0066
or4	17	0.0090
a211oi	4	0.0021
or3	18	0.0078
clkbuf	18	0.0046
dfrtp	298	0.51
o31ai	22	0.012
dfstp	4	0.0072
xnor2	142	0.086
a31o	6	0.0036
nand2	59	0.015
nand3	88	0.031
nor2	253	0.065
and3	22	0.0095
o21ai	21	0.0077
a41o	4	0.0028
or2	5	0.0022
a31oi	5	0.0022
mux2i	18	0.012
buf	7	0.0023
inv	97	0.025
ha	32	0.028
xor2	51	0.031
nor4b	5	0.0030
nand4	64	0.029
nor4	59	0.028
nor3	51	0.018
o31a	4	0.0024
[power groups by stage]
stage | clock network (µW) | logic, µW | registers (µW)
5_1_grt | 4340 | 304 | 3800
6_report | 4070 | 258 | 3790
4_1_cts | 4190 | 271 | 3790
[sequential cells by signal, summed over array words and instances (netlist names), 2 cells and up]
name / count
d8.cnt: 20
d9.cnt: 20
d5.cnt: 20
d7.cnt: 20
d6.cnt: 20
d0.cnt: 20
d2.cnt: 20
ds.cnt: 20
d1.cnt: 20
dh.cnt: 20
scan_cnt: 20
step: 2
d4.cnt: 20
d3.cnt: 20
[worst max-delay path, cell delays in order, from the launching register on]
cell                      delay (ns)
sky130_fd_sc_hd__dfrtp_1        0.44
sky130_fd_sc_hd__inv_1          0.08
sky130_fd_sc_hd__ha_1           0.13
sky130_fd_sc_hd__or4b_2         0.57
sky130_fd_sc_hd__nor3_1         0.33
sky130_fd_sc_hd__and3_1         0.32
sky130_fd_sc_hd__mux2i_1        0.23
[cell type report]
type                    count  area [µm²]
clock buffers              46        1040
clock inverters            18         200
fillers                  2352       12000
inverters                  97         368
multi-input cells        1046        6570
flip-flops and latches    302        7560
well taps                 384         480
repair buffers             33         360
[placed cells by master, fill, tap and decap left out, types with 8 or more instances in the layout]
master / count
sky130_fd_sc_hd__dfrtp_1: 298
sky130_fd_sc_hd__nor2_1: 253
sky130_fd_sc_hd__xnor2_1: 142
sky130_fd_sc_hd__inv_1: 96
sky130_fd_sc_hd__nand3_1: 86
sky130_fd_sc_hd__nand4_1: 61
sky130_fd_sc_hd__nand2_1: 59
sky130_fd_sc_hd__nor4_1: 53
sky130_fd_sc_hd__nor3_1: 51
sky130_fd_sc_hd__xor2_1: 51
sky130_fd_sc_hd__clkbuf_16: 37
sky130_fd_sc_hd__a21oi_1: 33
sky130_fd_sc_hd__ha_1: 32
sky130_fd_sc_hd__and3_1: 22
sky130_fd_sc_hd__o31ai_1: 21
sky130_fd_sc_hd__clkdlybuf4s50_1: 20
sky130_fd_sc_hd__mux2i_1: 18
sky130_fd_sc_hd__or3_1: 17
sky130_fd_sc_hd__or4_1: 16
sky130_fd_sc_hd__conb_1: 16
sky130_fd_sc_hd__o21ai_0: 15
sky130_fd_sc_hd__mux2_2: 13
sky130_fd_sc_hd__and4_1: 11
sky130_fd_sc_hd__clkinv_2: 11
sky130_fd_sc_hd__clkbuf_8: 8
sky130_fd_sc_hd__buf_4: 8
[worst max-delay path by stage]
| stage | to | slack [ns] | cells after the start |
|---|---|---|---|
| finish | raw_key_sharp | 1.13 | 6 |
| global route | raw_key_sharp | 1.0 | 6 |
| CTS | row_2 | 1.13 | 1 |
[cell families after synthesis]
family                   after synthesis
buffers and inverters                122
multiplexers                          31
other                                  1
AND-OR/OR-AND                        108
XOR/XNOR                             193
adder cells (fa/ha/maj)               32
flip-flops                           302
AND/OR/NAND/NOR                      666
[routing by layer]
layer / up-vias / share of wire / wire (µm) / GRT usage
li1: 5170 / - / - / -
met1: 4896 / 0.52 / 13400 / 0.332
met2: 116 / 0.43 / 11100 / 0.280
met3: 36 / 0.032 / 823 / 0.0295
met4: 0 / 0.018 / 469 / 0.0339
met5: - / 0 / 0 / 0
[per-stage QoR]
stage	setup WS, ns	hold WS [ns]	power, µW
final	1.13	0.383	8120
after global routing	1.00	0.396	8440
after CTS	1.13	0.385	8260
after detailed placement	1.16	0.363	4130
after global placement	1.15	0.362	4130
after floorplan	-1.37	0.354	4000
Power is estimated from default activity; no workload was simulated.
